--- run.sh ---
#!/bin/bash
# OpenROAD 26Q1-2900-gdf79404cd8, Yosys 0.63+post, stock flow scripts
make -C /OpenROAD-flow-scripts/flow DESIGN_CONFIG=/design/flow/config.mk WORK_HOME=/design/flow/orfs finish
--- config.mk ---
export PLATFORM = sky130hd
export DESIGN_NAME = ssriscv_ifu_pc
export DESIGN_NICKNAME = ssriscv_ifu_pc
export VERILOG_FILES = /design/flow/design.v
export SDC_FILE = /design/flow/constraint.sdc
export NUM_CORES = 4
export LEC_CHECK = 1
export CORE_UTILIZATION = 30
--- constraint.sdc ---
current_design ssriscv_ifu_pc

set clk_period 1.9
set clk_io_pct 0.2

create_clock -name clk0 -period $clk_period [get_ports {clk}]
create_clock -name clk1 -period $clk_period [get_ports {rst_n}]

set non_clock_inputs [all_inputs -no_clocks]
set_input_delay [expr $clk_period * $clk_io_pct] -clock clk0 $non_clock_inputs
set_output_delay [expr $clk_period * $clk_io_pct] -clock clk0 [all_outputs]
--- design.v ---
module ssriscv_ifu_pc (
    input clk,
    input rst_n,
    input [31:0] pc_rst,
    input [31:0] pc_next,
    output reg [31:0] pc_now   
);
    reg isn_rst;
    initial begin
        isn_rst = 1;
    end
    always @(posedge clk) begin
        if(rst_n) begin
            pc_now  = isn_rst ? pc_next : pc_rst;
            isn_rst = 1;
        end
        else begin
            isn_rst <= 0;
        end
    end
    always @(negedge rst_n) begin
        isn_rst <= 0;
    end
endmodule
==> reports/results.tsv <==
stage	metric	value	unit
status	status	stopped before the end	
status	haltStage	synthesis (1_2_yosys)	
status	tool.error	ERROR: Found 1 problems in 'check -assert'.	
logic_synthesis	edf_count	32	
logic_synthesis	yosys_area	1550	um2
logic_synthesis	ys_top_cells_by_count	32 x edfxtp_1, 30 x mux2_4, 3 x buf_12	
logic_synthesis	ys_cells	72	
logic_synthesis	synth_area_leader_cell	edfxtp_1	
logic_synthesis	numSynthFlops	34	
logic_synthesis	yosysSeqAreaShare	64.5	%
logic_synthesis	ys_async_sr_fraction	0	%
logic_synthesis	topCellsByArea	edfxtp_1 62%, mux2_4 29%, buf_12 3.9%	
logic_synthesis	ys.warnings.count	1	
logic_synthesis	yosysTopAreaCellShare	61.9	%
logic_synthesis	synth.most_common_cell	edfxtp_1	
logic_synthesis	ff_type	edfxtp_1	
logic_synthesis	yosysUniqueCellTypes	8	
## cell families after synthesis
family | count (synthesis) | share of synthesized area [%]
DFF | 34 | 64.5
buffers and inverters | 5 | 4.83
other | 1 | 0.242
muxes | 32 | 30.5
