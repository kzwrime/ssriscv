==> flow/design.v <==
module ssriscv_data_mem(
    input clk,
    input [31:0] mem_addr,
    input [31:0] mem_write_data,
    input [2:0]  func,
    input mem_write,
    input mem_read,
    output reg [31:0] mem_read_data
);
    reg[31:0] DM[0:255];
    integer ii;
    initial begin
        for(ii = 0; ii<256; ii = ii+1)
            DM[ii] <= 0;
    end 
    always @(negedge clk) begin
        if(mem_write) begin
            case(func)
                3'b000: begin
                    case(mem_addr[1:0])
                        2'b00: DM[mem_addr[7:2]][7:0] <= mem_write_data[7:0];
                        2'b01: DM[mem_addr[7:2]][15:8] <= mem_write_data[7:0];
                        2'b10: DM[mem_addr[7:2]][23:16] <= mem_write_data[7:0];
                        2'b11: DM[mem_addr[7:2]][31:24] <= mem_write_data[7:0];
                    endcase
                end
                3'b001: begin 
                    case(mem_addr[1])
                        1'b0: DM[mem_addr[7:2]][15:0] <= mem_write_data[15:0];
                        1'b1: DM[mem_addr[7:2]][31:16] <= mem_write_data[15:0];
                    endcase
                end
                3'b010: begin
                    DM[mem_addr[7:2]] <= mem_write_data;
                end
            endcase 
        end
        if(mem_read) begin
            case(func)
                3'b000:             
                    case(mem_addr[1:0])
                        2'b00:  mem_read_data <= {{24{ DM[mem_addr[7:2]][7]}}, DM[mem_addr[7:2]][7:0]};
                        2'b01:  mem_read_data <= {{24{ DM[mem_addr[7:2]][15]}}, DM[mem_addr[7:2]][15:8]};
                        2'b10:  mem_read_data <= {{24{ DM[mem_addr[7:2]][23]}}, DM[mem_addr[7:2]][23:16]};
                        2'b11:  mem_read_data <= {{24{ DM[mem_addr[7:2]][31]}}, DM[mem_addr[7:2]][31:24]};
                    endcase
                3'b001: 
                    case(mem_addr[1])
                        1'b0:   mem_read_data <= {{16{ DM[mem_addr[7:2]][15]}}, DM[mem_addr[7:2]][15:0]};
                        1'b1:   mem_read_data <= {{16{ DM[mem_addr[7:2]][31]}}, DM[mem_addr[7:2]][31:16]};
                    endcase
                3'b100: 
                    case(mem_addr[1:0])
                        2'b00:  mem_read_data <= DM[mem_addr[7:2]][7:0];
                        2'b01:  mem_read_data <= DM[mem_addr[7:2]][15:8];
                        2'b10:  mem_read_data <= DM[mem_addr[7:2]][23:16];
                        2'b11:  mem_read_data <= DM[mem_addr[7:2]][31:24];
                    endcase
                3'b101:
                    case(mem_addr[1])
                        1'b0:   mem_read_data <= DM[mem_addr[7:2]][15:0];
                        1'b1:   mem_read_data <= DM[mem_addr[7:2]][31:16];
                    endcase
                3'b010: mem_read_data <= DM[mem_addr[7:2]];
                default: mem_read_data <= 32'b0;
            endcase
        end
        else mem_read_data <= 32'b0;
    end
endmodule
==> flow/run.sh <==
#!/bin/bash
# OpenROAD 26Q1-2900-gdf79404cd8, Yosys 0.63+post, stock flow scripts
make -C /OpenROAD-flow-scripts/flow DESIGN_CONFIG=/design/flow/config.mk WORK_HOME=/design/flow/orfs finish
==> flow/config.mk <==
export PLATFORM = sky130hd
export DESIGN_NAME = ssriscv_data_mem
export DESIGN_NICKNAME = ssriscv_data_mem
export VERILOG_FILES = /design/flow/design.v
export SDC_FILE = /design/flow/constraint.sdc
export NUM_CORES = 4
export LEC_CHECK = 1
export CORE_UTILIZATION = 50
export SYNTH_MEMORY_MAX_BITS = 65536
==> flow/constraint.sdc <==
current_design ssriscv_data_mem

set clk_period 10.0
set clk_io_pct 0.2

create_clock -name clk0 -period $clk_period [get_ports {clk}]

set non_clock_inputs [all_inputs -no_clocks]
set_input_delay [expr $clk_period * $clk_io_pct] -clock clk0 $non_clock_inputs
set_output_delay [expr $clk_period * $clk_io_pct] -clock clk0 [all_outputs]
==> out/summary.log <==
qor: synth.yosys_warnings 1
qor: grt.antenna_found_initial 11
qor: critical_path.path_max_fanout 17
qor: final_layout.drive_gt1_share 24.0%
qor: cts.worst_setup_hold_path_clk_slew 0.04 ns
qor: synth.syn_inst 3735
qor: timing.final.hold.worst_slack 1.16 ns
qor: job.openroad.warnings 1052
qor: final_layout.layout.cell_area.non_filler 0.104 sq mm
qor: grt.grt_start_max_net_pins 80
qor: critical_path.path_cells buf_8 > buf_12 > mux4_2 > mux4_2 > mux2i_1 > buf_4 > mux4_2 > nand2_1 > o211ai_1 > buf_4 > nand2_1
qor: final_layout.fillCellCount 10787
qor: placed_design.globalplace.congestion 0.982
qor: synth.mappedNetlistArea 0.0807 sq mm
qor: synth.netlist_top_cells_count 2048 x sky130_fd_sc_hd__edfxtp_1, 556 x sky130_fd_sc_hd__mux4_2, 285 x sky130_fd_sc_hd__nor2_1, 142 x sky130_fd_sc_hd__a22oi_1
qor: final_layout.logic_area 0.0175 sq mm
qor: cts.ctsHtreeMaxLevel 4
qor: synth.ys_types 48
qor: grt.first_global_vias 54825
qor: die.chip_area 0.163 sq mm
qor: cts.cts_post_setup_buffers_inserted 0
qor: timing.endpoints_failing_setup 0
qor: route.via_per_inst 5.35
qor: final_layout.layout.area.seq 0.0621 sq mm
qor: placed_design.portBuffers 77
qor: placed_design.placement.cell_area 0.0891 sq mm
qor: timing.worst_clock_skew 0.0389 ns
qor: cts.cts_num_sinks 2080
qor: route.routed_wire_length 227000 um
qor: grt.grt.overflow.total 0
qor: critical_path.setup.worst_path.end_class flip-flop
qor: critical_path.crit_arrival 5.17 ns
qor: final_layout.areaGrowthSynthToFinish 29.2%
qor: status.run_status complete, no violations
qor: synth.synth.top_cell.area_share 76.2%
qor: synth.seq_area_frac_synth 77.0%
qor: critical_path.criticalPathCategory in -> reg
qor: synth.yosysCellCount 3735
qor: timing.setup_repair_after_global_routing_missed_its_margin false
qor: die.core_area 0.160 sq mm
qor: synth.synth.avg_cell_area 21.6 sq um
qor: die.floorplanUtilization 50.3%
qor: synth.synthMostInstantiatedCell sky130_fd_sc_hd__edfxtp_1
qor: synth.top_cells_by_area sky130_fd_sc_hd__edfxtp_1 76%, sky130_fd_sc_hd__mux4_2 16%, sky130_fd_sc_hd__nor2_1 1.3%, sky130_fd_sc_hd__a22oi_1 1.3%, sky130_fd_sc_hd__dfxtp_1 0.79%
qor: die.fp.dieH 404 um
qor: power.power_leakage 38.8 nW
qor: critical_path.critPathMostFrequentCell sky130_fd_sc_hd__mux4_2
qor: placed_design.dp_worst_setup_slack -0.215 ns
qor: die.placementRows 147
qor: grt.global_route.usage.total 32.5%
qor: cts.postCtsResizedCells 0
qor: cts.cts_buffers 216
qor: cts.tritoncts_clock_tree yes
qor: route.route.detailed.wl_per_inst 25.7 um
qor: critical_path.critical_path_launch_point_type primary input
qor: route.first_iter_violations 3038
qor: cts.cts-hold-fix-buffers 0
qor: critical_path.cpLargestDelayFamily multiplexers
qor: die.ios 102
qor: synth.synth_flops 2080
qor: min_path.hold_path_class reg -> reg
qor: final_layout.final_core_util 65.0%
qor: synth.yosys_synthesis_chip_area 0.0807 sq mm
qor: route.firstDrtPassIters 7
qor: power.max-vdd-ir-drop 203 uV
qor: grt.grt_pass1_wl 330000 um
qor: timing.timing.max_slew.rel_slack 16.8%
qor: cts.clk_path_buf_depth 3
qor: timing.finalHoldViolations 0
qor: critical_path.cp_num_buf_inv 4
qor: die.die_x 404 um
qor: synth.ys.flop_type sky130_fd_sc_hd__edfxtp_1
qor: route.vias_after_detailed_routing 47380
qor: job.max_cap_violations 0
qor: timing.finalMaxSlewViolations 0
qor: cts.cts.root.buffer_cell sky130_fd_sc_hd__clkbuf_16
qor: route.ant_nets 0
qor: timing.finalWorstSetupSlack 0.469 ns
qor: synth.post-synth-top-area-cell sky130_fd_sc_hd__edfxtp_1
qor: critical_path.worst_path_max_delay_cell sky130_fd_sc_hd__mux4_2
qor: critical_path.worst_ep_required_time 5.64 ns
qor: cts.insertion_delay 0.80 ns
qor: synth.enable_flop_cells 2048
qor: timing.worst_pin_slew 1.25 ns
qor: placed_design.detailedPlacementHpwl 148000 um
qor: critical_path.max_stage_delay 0.53 ns
qor: route.drc_errors 0
qor: power.power.density_cell_area 210 mW/mm^2
qor: synth.async_flop_share 0%
-- logic make-up (layout without fill, tap and decap cells) --
kind of cell / Yosys count / in the layout / synth area share (%)
buffers and inverters: 246 / 3203 / 1.54
AND/OR/NAND/NOR: 470 / 470 / 2.48
other: 0 / 4 / 0
multiplexers: 618 / 618 / 16.3
AND-OR/OR-AND: 321 / 321 / 2.66
flip-flops: 2080 / 2080 / 77.0
-- power breakdown --
part | leakage (nW) | total (W) | internal [W] | switching, W
Clock | 14.7 | 0.0113 | 0.00596 | 0.00534
Combinational | 8.40 | 0.000904 | 0.000354 | 0.000550
Sequential | 15.8 | 0.00964 | 0.00963 | 0.00000947
Total | 38.8 | 0.0218 | 0.0159 | 0.00590
-- state kept, by name (all words and copies together), names as in the netlist --
register       flops
mem_read_data     32
DM              2048
-- layout make-up --
cell class	instances	area share, %
clock buffer	219	5.26
antenna	4	0.00960
clock inverter	2254	9.27
inverter	11	0.0396
multi-input combinational	1409	16.8
tap	2160	2.59
sequential	2080	59.6
timing repair buffer	719	6.46
-- worst min-delay path, delay by kind of cell, from the launching register on --
family	cells	cell delay, ns
flip-flops	1	0.31
AND-OR/OR-AND	3	0.31
multiplexers	1	0.22
buffers and inverters	1	0.19
AND/OR/NAND/NOR	1	0.07
-- cells in the final DEF (no fill, tap or decap), types with 6 or more instances in the layout --
master and n:
sky130_fd_sc_hd__nor2_1 283, sky130_fd_sc_hd__nand3_1 64, sky130_fd_sc_hd__inv_2 7, sky130_fd_sc_hd__a222oi_1 8, sky130_fd_sc_hd__mux2i_1 57, sky130_fd_sc_hd__nand2b_1 8, sky130_fd_sc_hd__a21oi_1 81, sky130_fd_sc_hd__clkinvlp_2 61
sky130_fd_sc_hd__clkbuf_16 219, sky130_fd_sc_hd__inv_4 15, sky130_fd_sc_hd__dfxtp_1 32, sky130_fd_sc_hd__a21oi_4 8, sky130_fd_sc_hd__nand2_1 61, sky130_fd_sc_hd__buf_12 94, sky130_fd_sc_hd__clkinv_4 6, sky130_fd_sc_hd__nor2b_1 7
sky130_fd_sc_hd__edfxtp_1 2048, sky130_fd_sc_hd__clkdlybuf4s50_1 64, sky130_fd_sc_hd__a22o_2 8, sky130_fd_sc_hd__a22oi_1 142, sky130_fd_sc_hd__buf_4 549, sky130_fd_sc_hd__o21ai_0 23, sky130_fd_sc_hd__mux4_2 556, sky130_fd_sc_hd__o22ai_1 18
sky130_fd_sc_hd__buf_2 9, sky130_fd_sc_hd__bufinv_16 34, sky130_fd_sc_hd__a221oi_1 6, sky130_fd_sc_hd__inv_1 2127, sky130_fd_sc_hd__nor4_1 15
-- routing by layer --
layer  wire (um)  GRT usage (%)
met1       78800           44.5
met2      103000           41.2
met5         702           2.82
met4        7110           13.4
met3       37500           26.3
-- final timing paths --
kind,start,endpoint,slack [ns],depth (start not counted)
worst max-delay path,mem_addr[3],mem_read_data[8],0.47,11
worst min-delay path,DM[35][19],mem_read_data[19],1.16,6
worst max register to register,DM[61][31],mem_read_data[8],6.84,9
worst min register to register,DM[35][19],mem_read_data[19],1.16,6
-- stage by stage --
| step | TNS [ns] | instances | power (W) |
|---|---|---|---|
| global placement | -2.75 | 6380 | 0.0119 |
| global route | 0 | 8852 | 0.0232 |
| detailed placement | -3.09 | 6380 | 0.0119 |
| CTS | 0 | 8852 | 0.0222 |
| floorplan | -135.81 | 3735 | 0.0114 |
| finish | 0 | 8856 | 0.0218 |
Power is estimated from default activity; no workload was simulated.
