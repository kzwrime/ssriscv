==> ./design.v <==
module ssriscv_npc (
    input test,
    input is_jal,
    input is_jalr,
    input is_bxx,
    input [31:0] pc_now,
    input [31:0] imm,
    input [31:0] reg_read_data1,
    output [31:0] pc_next
);
    wire [31:0] pc_op1, pc_op2;
    assign pc_op1 = is_jalr ? reg_read_data1 : pc_now;
    assign pc_op2 = ((is_bxx & test) | is_jal | is_jalr) ? imm : 4;
    assign pc_next = pc_op1 + pc_op2;
endmodule
==> ./run.sh <==
#!/bin/bash
# OpenROAD 26Q1-2900-gdf79404cd8, Yosys 0.63+post, stock flow scripts
make -C /OpenROAD-flow-scripts/flow DESIGN_CONFIG=/design/flow/config.mk WORK_HOME=/design/flow/orfs finish
==> ./config.mk <==
export PLATFORM = sky130hd
export DESIGN_NAME = ssriscv_npc
export DESIGN_NICKNAME = ssriscv_npc
export VERILOG_FILES = /design/flow/design.v
export SDC_FILE = /design/flow/constraint.sdc
export NUM_CORES = 4
export LEC_CHECK = 1
export CORE_AREA = 10 10 103 103
export DIE_AREA = 0 0 113 113
==> ./constraint.sdc <==
current_design ssriscv_npc

set clk_period 24.1
set clk_io_pct 0.2

create_clock -name clk0 -period $clk_period

set non_clock_inputs [all_inputs -no_clocks]
set_input_delay [expr $clk_period * $clk_io_pct] -clock clk0 $non_clock_inputs
set_output_delay [expr $clk_period * $clk_io_pct] -clock clk0 [all_outputs]
==> results.sh <==
# source this file to load flow results
export IMPL_status="finished, final reports clean"
export IMPL_comb_area_um2=2205
export IMPL_worstHoldStart="imm[0]"
export IMPL_overflow=0
export IMPL_power_density_nw_per_um2=32.52
export IMPL_synth_avg_cell_area_um2=7.330
export IMPL_final_setup_viol_count=0
export IMPL_regArea_um2=0
export IMPL_chipArea_um2=12770
export IMPL_top_area_frac=0.1707
export IMPL_ant_nets=0
export IMPL_peakVddDrop_v=0.00001477
export IMPL_cp_common_cell="clkdlybuf4s50_1"
export IMPL_drt_first_pass_iters=4
export IMPL_leakage_uw=0.001475
export IMPL_critPathKind="primary input to output pin"
export IMPL_grt_pass1_vias=2724
export IMPL_xor_share=0.1041
export IMPL_ys_chip_area_um2=2272
export IMPL_relSlewSlack=0.5990
export IMPL_diodes=0
export IMPL_max_freq_mhz=74.21
export IMPL_fin_cells=534
export IMPL_final_util=0.4446
export IMPL_slew_viol_final=0
export IMPL_tool_warnings=32
export IMPL_yosys_cells=310
export IMPL_top_logic_kind="AND-OR/OR-AND gates"
export IMPL_cp_max_fo=32
export IMPL_largest_area_cell="ha_1"
export IMPL_viasPerCell=4.895
export IMPL_die_y_um=113
export IMPL_compound_area_frac=0.3051
export IMPL_portBuffers=132
export IMPL_tightestPinTransition_ns=0.5953
export IMPL_die_size_x_um=113
export IMPL_syn_inst=310
export IMPL_worst_path_buf_inv=3
export IMPL_setup_tns_ns=0
export IMPL_crit_path_top_delay_cell="clkdlybuf4s50_1"
export IMPL_cp_data_required_time_ns=19.28
export IMPL_fp_util=0.2738
export IMPL_drc=0
export IMPL_ys_seq_share=0
export IMPL_post_synth_top_count_cell="a21oi_1"
export IMPL_hold_viol_final=0
export IMPL_grt_antenna_before_repair=0
export IMPL_place_congestion=0.8658
export IMPL_holdPathStages=4
export IMPL_muxShareOfSynthArea=0.1580
export IMPL_nFillCells=838
export IMPL_grt_pass1_wl_um=13210
export IMPL_synth_distinct_cells=48
export IMPL_synth_warnings=0
export IMPL_slowest_delay_ns=0.51
export IMPL_post_cts_resized=0
export IMPL_syn_to_final_growth_pct=62.39
export IMPL_place_hpwl_um=7138
export IMPL_synth_top_cells_by_count="36 x a21oi_1, 32 x nor2b_1, 31 x ha_1, 31 x mux2_2, 22 x nand2_1"
export IMPL_design_portCount=132
export IMPL_netlist_area_um2=2272
export IMPL_cp_start_kind="primary input"
export IMPL_ff_count=0
export IMPL_vias=2614
export IMPL_wire_per_inst_um=15.45
export IMPL_max_cap_viol_count=0
export IMPL_worst_hold_slack_ns=10.83
export IMPL_grt_max_degree=34
export IMPL_nClkBuffers=0
export IMPL_simple_gate_share=0.2181
export IMPL_min_to="pc_next[0]"
export IMPL_finalCritPeriodShare=0.5591
export IMPL_num_rows=33
export IMPL_path_delay_family="AND-OR/OR-AND gates"
export IMPL_drt_iter0_drc=98
export IMPL_wl_um=8252
export IMPL_cts_setup_buffers=0
export IMPL_arrival_ns=8.66
export IMPL_postCtsHoldBufs=0
export IMPL_core_um2=8299
export IMPL_crit_path_cell_trace="clkdlybuf4s50_1 -> a211oi_4 -> buf_4 -> nor2b_1 -> ha_1 -> fa_1 -> a21o_1 -> a221oi_4 -> nand2_2 -> a31oi_2 -> o211ai_2 -> a311oi_2 -> xnor2_1 -> clkdlybuf4s50_1"
export IMPL_min_path_type="primary input to output pin"
export IMPL_ys_sh_adder=0.1795
export IMPL_placedCellCount=534
export IMPL_rsz0062_at_grt="false"
export IMPL_drive_gt1_frac=0.1072
export IMPL_grt_use_total=0.1205
export IMPL_critPathCaptureType="output pin"
export IMPL_layout_min_cycle_time_ns=13.48
export IMPL_synth_area_top_cells="ha_1 17%, mux2_2 15%, nor2b_1 8.8%, a21oi_1 7.9%, xnor2_1 6.6%"
==> layer usage <==
layer | up-vias | routed length [µm] | track usage
met5 | - | 0 | 0
met4 | 0 | 49 | 0.007614
met3 | 4 | 532 | 0.02457
met2 | 85 | 3742 | 0.2058
met1 | 1139 | 3927 | 0.1593
li1 | 1386 | - | -
==> area by class of cell <==
| class | instances | area share |
|---|---|---|
| Multi-Input combinational cell | 289 | 0.5975 |
| Timing Repair Buffer | 134 | 0.3608 |
| Tap cell | 105 | 0.03561 |
| Inverter | 6 | 0.006104 |
==> cells by family after synthesis <==
logic type | Yosys count
AND-OR/OR-AND | 102
XOR/XNOR | 27
adder cells (fa/ha/maj) | 32
buffers and inverters | 21
multiplexers | 32
AND/OR/NAND/NOR | 96
==> metrics by stage <==
step	total power [µW]	setup slack, ns	cell area [µm²]
finish	120.0	10.62	3690
global placement	121.5	10.63	3690
detailed placement	121.1	10.62	3690
floorplan	59.15	11.50	2272
global route	132.7	10.33	3690
CTS	122.1	10.61	3690
==> placed cells by master, fill, tap and decap left out, drive strengths merged, types with 2 or more instances in the layout <==
cell type	instances
clkdlybuf4s50	131
nand2	23
xor2	10
o31ai	2
a21oi	36
nand3	9
xnor2	17
o21a	3
o211ai	5
mux2	31
o221ai	2
o2111ai	2
a311oi	2
and3	3
a21o	10
a31oi	3
nand2b	2
o21ai	21
a211oi	3
nand4	3
buf	3
nor3	2
inv	6
nor2	17
o21bai	5
nor2b	32
ha	31
==> power by group <==
group / total [µW] / internal (µW) / switching [µW] / leakage, µW
Combinational: 120 / 71.4 / 48.6 / 0.00147
Clock: 0 / 0 / 0 / 0
Sequential: 0 / 0 / 0 / 0
==> worst max path at each step <==
stage         startpoint     endpoint  slack (ns)  depth (start not counted)
finish            is_bxx  pc_next[30]       10.62                         14
global route      is_bxx  pc_next[27]       10.33                         13
CTS               is_bxx  pc_next[30]       10.61                         14
Power is estimated from default activity; no workload was simulated.
